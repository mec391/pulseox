==> /design/flow/design.v <==
module single_port_ram
(
	input [21:0] data,
	input [10:0] addr,
	input we, clk,
	output [21:0] q
);
	reg [21:0] ram[1025:0];   
	reg [10:0] addr_reg;
	always @ (posedge clk)
	begin
		if (we)
			ram[addr] <= data;
		addr_reg <= addr;
	end
	assign q = ram[addr_reg];
endmodule
==> /design/flow/run.sh <==
#!/bin/bash
# OpenROAD 26Q1-2900-gdf79404cd8, Yosys 0.63+post, stock flow scripts
make -C /OpenROAD-flow-scripts/flow DESIGN_CONFIG=/design/flow/config.mk WORK_HOME=/design/flow/orfs finish
==> /design/flow/config.mk <==
export PLATFORM = sky130hd
export DESIGN_NAME = single_port_ram
export DESIGN_NICKNAME = single_port_ram
export VERILOG_FILES = /design/flow/design.v
export SDC_FILE = /design/flow/constraint.sdc
export NUM_CORES = 4
export LEC_CHECK = 1
export CORE_UTILIZATION = 30
export SYNTH_MEMORY_MAX_BITS = 65536
==> /design/flow/constraint.sdc <==
current_design single_port_ram

set clk_period 848.7
set clk_io_pct 0.2

create_clock -name clk0 -period $clk_period [get_ports {clk}]

set non_clock_inputs [all_inputs -no_clocks]
set_input_delay [expr $clk_period * $clk_io_pct] -clock clk0 $non_clock_inputs
set_output_delay [expr $clk_period * $clk_io_pct] -clock clk0 [all_outputs]
==> results.txt <==
Post-synthesis cell count: 38869
I/O Buffers: 56
CTS tree: built
Grt met2 use: 0.293
Yosys top cell by area: edfxtp_1
Syn Area/Cell: 22.5 um2
Setup repair after global routing missed its margin: no
Core box area: 2910000 um2
CTS clock-pin slew for the worst setup and hold paths: 60 ps
Unique cell types: 110
Peak VDD IR: 0.00248 mV
Row count: 626
Clk buf depth: 6
Worst-Margin Slew: 1840 ps
Area Growth Syn to Fin: 15.3%
DP HPWL: 1920 mm
Max reg flops: 22572
GR peak layer: met2
Cts repair resizes: 0
Max transition margin: -0.235
Ys flop type: edfxtp_1
Syn Std Cell Area: 874000 um2
Gr ovfl total: 0
Yosys warns: 1
Share of cells above drive strength 1: 0.276
Fmax: 5.48 MHz
Total wire length: 3010 mm
Clk sinks: 22583
Vias in the first global route: 466794
Post-route minimum period: 182420 ps
Tightest Hold Check Type: primary input to register
Global-route wire length before repair: 4030 mm
Initial antenna violation count: 351
# hold bufs at CTS: 0
Chip Width: 1.71 mm
Tool warnings: 58
Failing checks: capacitance limit, slew limit
CP arrival: 12680 ps
GP Congestion: 0.951
Setup crit end kind: output port
Slowest stage delay, CP: 1380 ps
Sequential Area: 678000 um2
Async S/R FF share, synth: 0
Slew Limit Fails: 20
Critical-path cell list: buf_4 -> buf_4 -> buf_4 -> buf_4 -> buf_4 -> buf_4 -> buf_4 -> buf_4 -> buf_4 -> mux4_1 -> mux2i_1 -> o21ai_0 -> o211ai_1 -> nand4b_1 -> o211ai_1 -> buf_6 -> buf_4 -> a311oi_2 -> buf_4 -> a211oi_2 -> buf_4 -> clkdlybuf4s50_1
Critical path class: register to output port
Drt via density: 5.26
Worst Setup Start Kind: register
Final hold vios: 0
Most common cell on crit path: buf_4
Final setup vio count: 0
GR Layer Usage met3: 0.237
Comb. cell area: 182000 um2
Setup TNS: 0 ps
Power density over the cells: 2.32 nW/um2
Clock root buffer: clkbuf_16
Delay-heaviest family, CP: buffers and inverters
Main area contributors: edfxtp_1 (78%), mux4_2 (11%), mux2i_1 (2.4%), mux4_1 (2.2%), nor2_1 (0.59%)
DRT iter0 DRCs: 34982
Hold Slack: 168470 ps
Static leakage: 313 nW
Drt first pass iters: 9
Total number of vias: 437770
Pin count of the biggest net entering global routing: 117
WP buf/inv: 14
Max Cap Violations: 6
I/O pins: 57
Met1 Use GR: 0.187
Ys cells: 38869
Wirelength per Cell: 36.2 um
Final ANT Viol Nets: 0
Outcome: finished, violations left
Critical Path RT: 678960 ps
Pre-Place Util: 0.301
Ys flops: 22583
Fillers: 263416
Total GRT Usage: 0.218
Residual DRC count: 0
Post-synth EDFFs: 22572
Yosys synthesis chip area: 874000 um2
Full die area: 2920000 um2
Top reg by flops: ram
Register share after synthesis: 0.776
Final period util: 0.215
Htree depth: 8
CP max-delay cell: a211oi_2
Critical-path maximum fanout: 34
Biggest registers after layout: ram: 22572 flops
Area leader share: 0.776
CTS Buf Count: 2310
Setup bufs post-CTS: 0
Die y size: 1.71 mm
[synthesized netlist by cell type, types with 30 or more instances]
library cell	instances
nor2_1	1378
buf_1	88
and2_1	30
buf_2	571
mux4_1	741
o22ai_1	747
nor3_1	239
edfxtp_1	22572
nand2_1	945
nand3_1	353
nor4_1	155
buf_8	294
mux4_2	4306
o31ai_1	35
clkbuf_8	198
buf_4	196
clkbuf_4	35
a211oi_1	146
o221ai_1	514
clkbuf_1	550
buf_12	128
o211ai_1	38
a31oi_1	148
a21oi_1	425
a22oi_1	472
buf_6	286
a221oi_1	76
and3_1	87
mux2i_1	2065
a2111oi_0	69
mux2_2	48
nand4_1	95
o21ai_0	397
[placed cells by master (no fill, tap or decap), types with 43 or more instances in the layout]
| master | count |
|---|---|
| a21oi_1 | 424 |
| nor3_1 | 203 |
| edfxtp_1 | 22572 |
| nand3_1 | 315 |
| a31oi_1 | 145 |
| nand2_1 | 878 |
| inv_6 | 48 |
| buf_4 | 3167 |
| mux4_1 | 741 |
| clkinv_2 | 313 |
| mux2_2 | 48 |
| o221ai_1 | 514 |
| and3_1 | 85 |
| bufinv_16 | 120 |
| nand2_2 | 48 |
| diode_2 | 627 |
| nand4_1 | 95 |
| nor4_1 | 102 |
| buf_12 | 53 |
| clkbuf_16 | 2333 |
| clkinv_1 | 532 |
| nor2_4 | 116 |
| a211oi_1 | 123 |
| o22ai_1 | 745 |
| clkinv_16 | 73 |
| nor2_2 | 937 |
| a221oi_1 | 68 |
| clkinv_8 | 58 |
| nor4_2 | 43 |
| o21ai_0 | 381 |
| mux2i_1 | 2062 |
| a2111oi_0 | 50 |
| nor2_1 | 326 |
| a22oi_1 | 472 |
| mux4_2 | 4306 |
| clkbuf_1 | 578 |
[worst paths after layout]
kind / from / endpoint / slack [ps] / cells after the start
setup / recovery: register / q[11] / 666280 / 22
hold / removal: data[2] / ram[1019][2]$_DFFE_PP_ / 168470 / 1
[logic make-up (layout without fill, tap and decap cells)]
| kind of cell | after synthesis | count (layout) | synth area share |
|---|---|---|---|
| AND/OR/NAND/NOR | 3451 | 3451 | 0.0175 |
| buffers and inverters | 2365 | 7425 | 0.0230 |
| AND-OR/OR-AND | 3310 | 3310 | 0.0262 |
| other | 0 | 627 | 0 |
| multiplexers | 7160 | 7160 | 0.158 |
| flip-flops | 22583 | 22583 | 0.776 |
[report_power, final]
group,switching (mW),internal (mW)
clock,0.436,0.546
combinational,0.0894,0.0368
sequential,0.000316,1.23
[routing by layer]
layer | vias to the layer above | share of wire
met5 | - | 0.010
met2 | 36557 | 0.42
met4 | 587 | 0.066
met1 | 220589 | 0.26
met3 | 6555 | 0.24
li1 | 173482 | -
[final cells by class]
type                            instances  area share
Antenna cell                          627     0.00156
Clock buffer                         2911      0.0601
Clock inverter                       1213      0.0116
Inverter                                5   0.0000509
Multi-Input combinational cell      13921       0.180
Sequential cell                     22583       0.673
Tap cell                            38622      0.0480
Timing Repair Buffer                 3296      0.0255
[per-stage QoR]
step                instances  utilization  worst slack (ps)  power (mW)  area (um2)
floorplan               38869            -            676330        1.31      874000
global placement        78404        0.321            667490        1.37      933000
detailed placement      78423        0.321            668010        1.37      934000
CTS                     82547        0.346            666150        2.34     1010000
global route            82914        0.347            665740        2.39     1010000
finish                  83178        0.347            666280        2.34     1010000
No activity file was given, so power comes from the tool's default toggle rates.
